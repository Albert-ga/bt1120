==> flow/design.v <==
module top_module #(
	parameter CNT  = 109
)(
	input clk,
	input rst_n,
	input [3:0] a,
	input [3:0] b,
	input  ready,
	output TX,
	output byte_stop,
	output [8:0] c,
	output [8:0] rx_byte_stop,
	output [7:0] RX
	);
    wire [8:0] c1,c2; 
    wire [8:0] c_r ;
    mul uut1(
        .clk   (clk   )  ,
        .rst_n (rst_n )  ,
        .a     (a     )  ,
        .b     (4'hc  )  ,
        .c     (c1     ));
    mul uut2(
        .clk   (clk   )  ,
        .rst_n (rst_n )  ,
        .a     (4'h5  )  ,
        .b     (b     )  ,
        .c     (c2     ));
    assign c_r = c1+c2;
	assign c = c_r;
  uart_tx #(
     .CNT(CNT)
   )uart_tx_uut (
	.clk		(	clk			),
	.rst_n		(	rst_n		),
	.c			(	c_r[8:1]	),
	.ready		(	ready		),
	.byte_stop	(	byte_stop	),
	.TX			(	TX			));
   uart_rx #(
	 .CNT(CNT)
   )uart_rx_uut  (
	.clk		 (	clk			),
	.rst_n		 (	rst_n		),
	.c			 (	TX			),
	.ready		 (	ready		),
	.rx_byte_stop(rx_byte_stop  ),
	.RX          (RX            )
	);
endmodule
module mul(
	input clk,
	input rst_n,
	input [3:0] a,
	input [3:0] b,
	output  [8:0] c
	);
    reg [7:0] c_r1  ; 
    reg [7:0] c_r2  ;
    reg [7:0] c_r3  ;
    reg [7:0] c_r4  ;
    always@(posedge clk)begin
        if(!rst_n)begin
			c_r1 <= 8'b0;
			c_r2 <= 8'b0;
			c_r3 <= 8'b0;
			c_r4 <= 8'b0;	
        end else begin
            c_r1[4:1] <= b[0]?a:4'h0; 
            c_r2[5:2] <= b[1]?a:4'h0; 
            c_r3[6:3] <= b[2]?a:4'h0; 
            c_r4[7:4] <= b[3]?a:4'h0; 
        end
    end     
    assign c = {4'b0,c_r1[4:1]}+{3'b0,c_r2[5:2],1'b0} + {2'b0,c_r3[6:3],2'b0} + {1'b0,c_r4[7:4],3'b0};
endmodule
module uart_tx #(
	parameter   CNT     =  109
)(
	input clk,
	input rst_n,
	input [7:0]c,
	input ready,
	output wire byte_stop,
	output wire TX
	);
   localparam  CLK_HZ  =  10e7;
   localparam  IDLE    = 4'h0  ,
			   SA_BIT  = 4'h1  ,
			   D_BIT1  = 4'h2  ,
			   D_BIT2  = 4'h3  ,
			   D_BIT3  = 4'h4  ,
			   D_BIT4  = 4'h5  ,
			   D_BIT5  = 4'h6  ,
			   D_BIT6  = 4'h7  ,
			   D_BIT7  = 4'h8  ,
			   D_BIT8  = 4'h9  ,
			   C_BIT   = 4'hA  ,
			   SP_BIT  = 4'hB  ,
			   EDN_BIT = 4'hC  ;
	reg [15:0] baud_cnt;
	wire baud ;
	reg [3:0] curr_state,next_state;
	reg  byte_stop_r;
	reg [7:0] c_r;
	reg TX_r;
	always@(posedge clk)begin
		if(!rst_n)
			baud_cnt <= 16'h0000;
		else if(baud_cnt == CNT-1)
			baud_cnt <= 16'h0000;
		else
			baud_cnt <= baud_cnt + 1;
	end
	assign baud = (baud_cnt == CNT-1)?1'b1:1'b0 ;
	always@(posedge clk)begin
		if(!rst_n)
			curr_state <= IDLE;
		else
			curr_state <= next_state;
	end
	always@(*)begin
		if(!rst_n)begin
			TX_r = 1'b1;
		end else 
			case(curr_state) 
				IDLE  : 	next_state = ready?SA_BIT:IDLE;   
				SA_BIT: 	if (baud) begin TX_r = 1'b0;    next_state = D_BIT1;  end
				D_BIT1: 	if (baud) begin TX_r = c_r[0];  next_state = D_BIT2;  end
				D_BIT2: 	if (baud) begin TX_r = c_r[1];  next_state = D_BIT3;  end
				D_BIT3: 	if (baud) begin TX_r = c_r[2];  next_state = D_BIT4;  end
				D_BIT4: 	if (baud) begin TX_r = c_r[3];  next_state = D_BIT5;  end
				D_BIT5: 	if (baud) begin TX_r = c_r[4];  next_state = D_BIT6;  end
				D_BIT6: 	if (baud) begin TX_r = c_r[5];  next_state = D_BIT7;  end
				D_BIT7: 	if (baud) begin TX_r = c_r[6];  next_state = D_BIT8;  end
				D_BIT8: 	if (baud) begin TX_r = c_r[7];  next_state = C_BIT ;  end
				C_BIT :     if (baud) begin TX_r = c_r[0]^c_r[1]^c_r[2]^c_r[3]^
												   c_r[4]^c_r[5]^c_r[6]^c_r[7] ;  
												   next_state = SP_BIT ; 
									  end
				SP_BIT: 	if (baud) begin TX_r = 1'b1  ;  next_state = EDN_BIT ;end
				EDN_BIT:    next_state = IDLE; 
			endcase
	end
	always@(*)begin
		if(!rst_n)begin
			c_r = 8'h00;
			byte_stop_r = 1'b0;
		end else if(curr_state==EDN_BIT)begin
			c_r = c;
			byte_stop_r = 1'b1;
		end else begin
			c_r = c_r;
			byte_stop_r = 1'b0;
		end
	end
	assign byte_stop = byte_stop_r;
	assign TX = TX_r;
endmodule
module uart_rx #(
	parameter   CNT     =  109   
)(
	input clk,
	input rst_n,
	input c,
	input ready,
	output reg rx_byte_stop,
	output reg [7:0]RX
	);
	reg  c_r1;    
	reg  c_r2;	 
	wire flag ;	
	reg  start_sig;    
	reg  fall_edge ;  
	reg [11:0] cnt;    
	reg [10:0] RX_r;
	always@(posedge clk)begin
		if(!rst_n)begin
			c_r1 <= 1'b0;
			c_r2 <= 1'b0;
		end else begin
			c_r1 <= c;
			c_r2 <= c_r1;
		end
	end
	assign flag = c_r2 & !c_r1 ;   
	always@(posedge clk)begin
		if(!rst_n)begin
			fall_edge <= 1'b0;
		end else begin
			fall_edge <= flag;
		end
	end
	always@(posedge clk)begin
		if(!rst_n)begin
			cnt <= 12'h000;
			start_sig <= 1'b0;
			rx_byte_stop <= 1'b0;
		end else if(fall_edge==1'b1)begin
			start_sig <= 1'b1;
	    end else if(cnt==(CNT-1)/2+CNT*10+1)begin
			cnt <= 12'h000;
			start_sig <= 1'b0;
			rx_byte_stop <= 1'b1;
		end else if(ready&&start_sig)begin 
			cnt <= cnt + 12'h001;
		end else begin 
			cnt <= cnt ;
			start_sig <= start_sig;
			rx_byte_stop <= 1'b0;
		end 
	end
	always@(*)begin
		case(cnt)
		(CNT-1)/2+CNT*0-1:  RX_r[0]  = c_r2;   
		(CNT-1)/2+CNT*1-1:  RX_r[1]  = c_r2;   
		(CNT-1)/2+CNT*2-1:  RX_r[2]  = c_r2;   
		(CNT-1)/2+CNT*3-1:  RX_r[3]  = c_r2;   
		(CNT-1)/2+CNT*4-1:  RX_r[4]  = c_r2;   
		(CNT-1)/2+CNT*5-1:  RX_r[5]  = c_r2;   
		(CNT-1)/2+CNT*6-1:  RX_r[6]  = c_r2;   
		(CNT-1)/2+CNT*7-1:  RX_r[7]  = c_r2;   
		(CNT-1)/2+CNT*8-1:  RX_r[8]  = c_r2;   
		(CNT-1)/2+CNT*9-1:  RX_r[9]  = c_r2;   
		(CNT-1)/2+CNT*10-1: RX_r[10] = c_r2;   
		(CNT-1)/2+CNT*10+1: RX = RX_r[8:1]; 
		endcase
	end
endmodule	
==> flow/run.sh <==
#!/bin/bash
# OpenROAD 26Q1-2900-gdf79404cd8, Yosys 0.63+post, stock flow scripts
make -C /OpenROAD-flow-scripts/flow DESIGN_CONFIG=/design/flow/config.mk WORK_HOME=/design/flow/orfs finish
==> flow/config.mk <==
export PLATFORM = sky130hd
export DESIGN_NAME = top_module
export DESIGN_NICKNAME = top_module
export VERILOG_FILES = /design/flow/design.v
export SDC_FILE = /design/flow/constraint.sdc
export NUM_CORES = 4
export LEC_CHECK = 1
export CORE_UTILIZATION = 50
==> flow/constraint.sdc <==
current_design top_module

set clk_period 3.8
set clk_io_pct 0.2

create_clock -name clk0 -period $clk_period [get_ports {clk}]

set non_clock_inputs [all_inputs -no_clocks]
set_input_delay [expr $clk_period * $clk_io_pct] -clock clk0 $non_clock_inputs
set_output_delay [expr $clk_period * $clk_io_pct] -clock clk0 [all_outputs]
==> notes.md <==
The run has ended; figures from its reports follow.

The initial standard-cell utilization of the core came out at 51.7%. The register clock-pin slew on the reported worst setup and hold paths is 90 ps. The total core area came out at 6310 µm². Before any placement, the netlist area is recorded as 3260 µm². The switching power total is 0.262 mW. The total number of vias is 2405. The summed area of non-filler cells in the final layout came out at roughly 3700 µm². The number of buffers added on ports is 30. The fraction of registers with async set/reset came out at 0%. The area fraction of the dominant cell type after synthesis came out at 27.6%. The highest clock rate this design can be run at is 0.273 GHz. Per STA, the library cell used most along the worst path is sky130_fd_sc_hd__ha_1. The proportion of power drawn by combinational gates came out at between 10% and 20%. The length of the first detailed-routing pass in iterations is 4. The via count of the first global-routing pass came out at 2062.

The aggregate negative setup slack came out at 0 ps. The number of enable flip-flop cells came out at 0. The worst ir drop on vdd is 194 µV. The type of element capturing the critical path is an output port.

Per the detail_route report, DRC violations left total 0. In this design, the stage delay of the slowest critical-path cell is 470 ps. Per the post-route antenna check, the number of violating nets is 0. The path class of the lowest-slack min-delay path is reg2reg.

The horizontal die dimension reported for this design is 82.8 µm. The most critical hold endpoint after final layout shows a slack of 404 ps. The remaining max-slew budget at the tightest pin came out at 62.1%. For reference, the final report shows the max-slew violation count at 0. The number of buffers on the longest clock path came out at 2. The relative contribution of sequential cells to total power is 48.9%. The clock network is responsible for 36.0% of the overall power. Post-synthesis, Yosys gives the total cell area as 3260 µm².

The number of cells in the yosys synthesis report is 356. The cell internal power dissipation is around 0.8 mW. The number of fill cells came out at 556. After detailed routing, the average wire length per cell comes to around 13 µm. The cell class contributing the biggest share of worst-path delay is adder cells. The critical path in this run is classified as reg2out.

Setup repair after global routing left no endpoint under its margin. The final setup violation count is 0. The placed cell area came out at ~3500 µm². The dominant cell type by area after synthesis is sky130_fd_sc_hd__dfxtp_1.

The clock reaches the later pin of the worst-skew pair after a little over 300 ps. The first global-routing pass estimated between 9000 and 10000 µm of wire. Net switching is approximately 25% of the power. The floorplan die area is 6850 µm². The transition time at the pin with the least slew margin came out at 567 ps. Global routing used 18.7% of the available tracks. The timing report shows that the slowest cell on the worst path is sky130_fd_sc_hd__clkdlybuf4s50_1. In this run the critical path is formed by ha_1 -> fa_1 -> xnor2_1 -> ha_1 -> ha_1 -> a21oi_2 -> nand2b_1 -> a21oi_1 -> clkdlybuf4s50_1. The maximum number of pins on one net before global-route repair came out at 31. Summed over all nets, the half-perimeter wirelength after detailed placement is 4310 µm.

TritonCTS built the clock tree. The number of buffers and inverters on the critical path is 1. The filler-free cell count of the finished design came out at between 400 and 500.

The number of storage elements in the synthesis netlist is roughly 74. The share of final-layout standard cells stronger than drive strength 1 is just under 8%. The DRC violation total after the first TritonRoute iteration came out at 73. The final critical delay including setup and external delays came out at 3660 ps.

By area the synthesized netlist is led by sky130_fd_sc_hd__dfxtp_1, sky130_fd_sc_hd__dlxtn_1, sky130_fd_sc_hd__ha_1. The synthesis report lists the Yosys warning total as 4. The count of unclocked register or latch pins came out at 29. The tally of unique sky130hd cells used after synthesis came out at 55. The mean area per synthesized cell came out at 9.16 µm².

STA classifies the critical path startpoint as a flop. Looking at the cell usage after synthesis, the top flip-flop cell is sky130_fd_sc_hd__dfxtp_1. The number of buffers inserted by hold repair at cts is 0. The script extracted a total leakage power of 1.46 nW. The flow ran to the end, and the final reports show no timing, DRC or antenna violations. The OpenROAD report gives the critical path a required time of 3040 ps.

STA puts the critical path data arrival time at about 2900 ps. In this run the core area contains 29 standard-cell rows. The count of pins on the block boundary came out at 39. The number of cells produced by synthesis came out at 356. The power per cell area came out at approximately 290 nW/µm². Warnings raised by the tools during the run amount to 30.

RePlAce ended its routability-driven mode at a weighted congestion of 0.852. The total clock buffers created by CTS is 5. The largest clock skew in the final design came out at 15.0 ps. Of all nets on the critical path, the largest fanout is 3. The share of the cycle needed by the critical path after routing came out at 96.4%. Between the synthesized netlist and the finished layout, the area growth was recorded as 13.5%. The number of antenna violations at the first check in global routing was 0. The antenna diode instance count came out at 0. The chip height is 82.8 µm. In the routed layout, each cell is associated on average with a via count of 5.26. In this run the number of H-tree levels came out at 2.

The number of violations of the max-capacitance limit is 0. The final total power is 1.06 mW. The final hold violation count recorded for this run is 0. The sum of overflow across all layers after global routing came out at 0. The number of placed instances, taps included, is 447. CTS placed an instance of sky130_fd_sc_hd__clkbuf_8 at the clock tree root. The sum of routed wire length over all layers came out at a little under 6000 µm. The number of unconstrained endpoints is 38.
-- registers in the layout, indices dropped and copies added (netlist names) --
register and cells:
uart_rx_uut.RX 8, uart_rx_uut.RX_r 8, uart_rx_uut.c_r1 1, uart_rx_uut.c_r2 1, uart_rx_uut.cnt 12, uart_rx_uut.fall_edge 1
uart_rx_uut.rx_byte_stop 1, uart_rx_uut.start_sig 1, uart_tx_uut.TX_r 1, uart_tx_uut.baud_cnt 16, uart_tx_uut.c_r 8, uart_tx_uut.curr_state 4
uart_tx_uut.next_state 4, uut1.c_r4 4, uut2.c_r1 1, uut2.c_r2 1, uut2.c_r3 1, uut2.c_r4 1
-- layout by cell type, fill, tap and decap left out, types with 5 or more instances in the layout --
cell type,Yosys,final
sky130_fd_sc_hd__dlxtn_1,21,21
sky130_fd_sc_hd__xor2_1,9,9
sky130_fd_sc_hd__dlxtp_1,8,8
sky130_fd_sc_hd__clkbuf_8,0,5
sky130_fd_sc_hd__clkdlybuf4s50_1,0,29
sky130_fd_sc_hd__ha_1,16,14
sky130_fd_sc_hd__nor4_1,9,9
sky130_fd_sc_hd__conb_1,1,8
sky130_fd_sc_hd__and2_1,21,21
sky130_fd_sc_hd__nand2_1,22,22
sky130_fd_sc_hd__nor2_1,35,35
sky130_fd_sc_hd__o21ai_0,7,7
sky130_fd_sc_hd__nand4_1,14,14
sky130_fd_sc_hd__a21oi_1,14,12
sky130_fd_sc_hd__nand3_1,6,6
sky130_fd_sc_hd__xnor2_1,22,22
sky130_fd_sc_hd__dfxtp_1,45,43
sky130_fd_sc_hd__inv_1,19,19
-- path summary, 6_finish.rpt --
check / cells past startpoint / start / slack [ps] / endpoint
max: 9 / uut1.c_r4[4] / 140 / c[8]
min reg2reg: 1 / uart_rx_uut.c_r1 / 400 / uart_rx_uut.fall_edge
max reg2reg: 5 / uart_rx_uut.cnt[0] / 1900 / uart_rx_uut.cnt[10]
min: 1 / uart_rx_uut.c_r1 / 400 / uart_rx_uut.fall_edge
-- synthesized netlist by cell type (4+ instances only) --
cell,count
sky130_fd_sc_hd__a21oi_1,14
sky130_fd_sc_hd__and2_1,21
sky130_fd_sc_hd__and3_1,4
sky130_fd_sc_hd__buf_4,9
sky130_fd_sc_hd__clkbuf_1,9
sky130_fd_sc_hd__dfxtp_1,45
sky130_fd_sc_hd__dlxtn_1,21
sky130_fd_sc_hd__dlxtp_1,8
sky130_fd_sc_hd__fa_1,4
sky130_fd_sc_hd__ha_1,16
sky130_fd_sc_hd__inv_1,19
sky130_fd_sc_hd__nand2_1,22
sky130_fd_sc_hd__nand3_1,6
sky130_fd_sc_hd__nand4_1,14
sky130_fd_sc_hd__nor2_1,35
sky130_fd_sc_hd__nor4_1,9
sky130_fd_sc_hd__o21ai_0,7
sky130_fd_sc_hd__o31ai_1,4
sky130_fd_sc_hd__or4_1,4
sky130_fd_sc_hd__xnor2_1,22
sky130_fd_sc_hd__xor2_1,9
-- kinds of logic (layout without fill, tap and decap cells) --
family	Yosys count	count (layout)	share of synthesized area, %
flip-flops	45	45	27.6
adder cells (fa/ha/maj)	20	20	8.59
other	1	8	0.115
multiplexers	3	3	1.30
buffers and inverters	43	60	6.79
latches	29	29	13.3
XOR/XNOR	31	31	8.32
AND/OR/NAND/NOR	145	145	26.1
AND-OR/OR-AND	39	39	7.83
-- metrics by stage --
step	setup WS (ps)	utilization [%]
after CTS	115	58.6
after floorplan	844	-
after detailed placement	225	56.1
final	135	58.6
after global placement	262	56.1
after global routing	25.1	58.6
-- what timing repair did --
item,CTS,global route
endpoints found under the setup margin,1,2
pin swaps,1,0
setup buffers,2,0
resized,7,1
cloned,0,0
-- routing by layer --
layer / up-vias / global-route usage, % / share of wire [%]
li1: 1256 / - / -
met1: 1101 / 29.4 / 52
met2: 44 / 28.9 / 44
met3: 4 / 2.77 / 3.3
met4: 0 / 1.72 / 0.75
met5: - / 0 / 0
-- power by group through the flow --
stage | Clock [mW] | Combinational (mW) | Sequential [mW]
6_report | 0.382 | 0.159 | 0.518
5_1_grt | 0.412 | 0.181 | 0.521
4_1_cts | 0.392 | 0.160 | 0.518
-- area by class of cell --
type	instances	area [µm²]	area share, %
clock inverters	3	50.0	1.35
multi-input cells	246	1760	47.4
clock buffers	5	68.8	1.86
well taps	77	96.3	2.60
repair buffers	33	322	8.69
inverters	19	71.3	1.93
flip-flops and latches	74	1340	36.2
No activity file was given, so power comes from the tool's default toggle rates.
